--- flow/design.v ---
module Crc32_d8(
    input                 clk     ,   
    input                 rst   ,   
    input         [7:0]   crc_data_in   ,   
    input                 crc_en  ,   
    input                 crc_clr ,   
    output   reg  [31:0]  crc_data,   
    output        [31:0]  crc_next    
    );
wire    [7:0]  data_t;
assign data_t = {crc_data_in[0],crc_data_in[1],crc_data_in[2],crc_data_in[3],crc_data_in[4],crc_data_in[5],crc_data_in[6],crc_data_in[7]};
assign crc_next[0] = crc_data[24] ^ crc_data[30] ^ data_t[0] ^ data_t[6];
assign crc_next[1] = crc_data[24] ^ crc_data[25] ^ crc_data[30] ^ crc_data[31] 
                     ^ data_t[0] ^ data_t[1] ^ data_t[6] ^ data_t[7];
assign crc_next[2] = crc_data[24] ^ crc_data[25] ^ crc_data[26] ^ crc_data[30] 
                     ^ crc_data[31] ^ data_t[0] ^ data_t[1] ^ data_t[2] ^ data_t[6] 
                     ^ data_t[7];
assign crc_next[3] = crc_data[25] ^ crc_data[26] ^ crc_data[27] ^ crc_data[31] 
                     ^ data_t[1] ^ data_t[2] ^ data_t[3] ^ data_t[7];
assign crc_next[4] = crc_data[24] ^ crc_data[26] ^ crc_data[27] ^ crc_data[28] 
                     ^ crc_data[30] ^ data_t[0] ^ data_t[2] ^ data_t[3] ^ data_t[4] 
                     ^ data_t[6];
assign crc_next[5] = crc_data[24] ^ crc_data[25] ^ crc_data[27] ^ crc_data[28] 
                     ^ crc_data[29] ^ crc_data[30] ^ crc_data[31] ^ data_t[0] 
                     ^ data_t[1] ^ data_t[3] ^ data_t[4] ^ data_t[5] ^ data_t[6] 
                     ^ data_t[7];
assign crc_next[6] = crc_data[25] ^ crc_data[26] ^ crc_data[28] ^ crc_data[29] 
                     ^ crc_data[30] ^ crc_data[31] ^ data_t[1] ^ data_t[2] ^ data_t[4] 
                     ^ data_t[5] ^ data_t[6] ^ data_t[7];
assign crc_next[7] = crc_data[24] ^ crc_data[26] ^ crc_data[27] ^ crc_data[29] 
                     ^ crc_data[31] ^ data_t[0] ^ data_t[2] ^ data_t[3] ^ data_t[5] 
                     ^ data_t[7];
assign crc_next[8] = crc_data[0] ^ crc_data[24] ^ crc_data[25] ^ crc_data[27] 
                     ^ crc_data[28] ^ data_t[0] ^ data_t[1] ^ data_t[3] ^ data_t[4];
assign crc_next[9] = crc_data[1] ^ crc_data[25] ^ crc_data[26] ^ crc_data[28] 
                     ^ crc_data[29] ^ data_t[1] ^ data_t[2] ^ data_t[4] ^ data_t[5];
assign crc_next[10] = crc_data[2] ^ crc_data[24] ^ crc_data[26] ^ crc_data[27] 
                     ^ crc_data[29] ^ data_t[0] ^ data_t[2] ^ data_t[3] ^ data_t[5];
assign crc_next[11] = crc_data[3] ^ crc_data[24] ^ crc_data[25] ^ crc_data[27] 
                     ^ crc_data[28] ^ data_t[0] ^ data_t[1] ^ data_t[3] ^ data_t[4];
assign crc_next[12] = crc_data[4] ^ crc_data[24] ^ crc_data[25] ^ crc_data[26] 
                     ^ crc_data[28] ^ crc_data[29] ^ crc_data[30] ^ data_t[0] 
                     ^ data_t[1] ^ data_t[2] ^ data_t[4] ^ data_t[5] ^ data_t[6];
assign crc_next[13] = crc_data[5] ^ crc_data[25] ^ crc_data[26] ^ crc_data[27] 
                     ^ crc_data[29] ^ crc_data[30] ^ crc_data[31] ^ data_t[1] 
                     ^ data_t[2] ^ data_t[3] ^ data_t[5] ^ data_t[6] ^ data_t[7];
assign crc_next[14] = crc_data[6] ^ crc_data[26] ^ crc_data[27] ^ crc_data[28] 
                     ^ crc_data[30] ^ crc_data[31] ^ data_t[2] ^ data_t[3] ^ data_t[4]
                     ^ data_t[6] ^ data_t[7];
assign crc_next[15] =  crc_data[7] ^ crc_data[27] ^ crc_data[28] ^ crc_data[29]
                     ^ crc_data[31] ^ data_t[3] ^ data_t[4] ^ data_t[5] ^ data_t[7];
assign crc_next[16] = crc_data[8] ^ crc_data[24] ^ crc_data[28] ^ crc_data[29] 
                     ^ data_t[0] ^ data_t[4] ^ data_t[5];
assign crc_next[17] = crc_data[9] ^ crc_data[25] ^ crc_data[29] ^ crc_data[30] 
                     ^ data_t[1] ^ data_t[5] ^ data_t[6];
assign crc_next[18] = crc_data[10] ^ crc_data[26] ^ crc_data[30] ^ crc_data[31] 
                     ^ data_t[2] ^ data_t[6] ^ data_t[7];
assign crc_next[19] = crc_data[11] ^ crc_data[27] ^ crc_data[31] ^ data_t[3] ^ data_t[7];
assign crc_next[20] = crc_data[12] ^ crc_data[28] ^ data_t[4];
assign crc_next[21] = crc_data[13] ^ crc_data[29] ^ data_t[5];
assign crc_next[22] = crc_data[14] ^ crc_data[24] ^ data_t[0];
assign crc_next[23] = crc_data[15] ^ crc_data[24] ^ crc_data[25] ^ crc_data[30] 
                      ^ data_t[0] ^ data_t[1] ^ data_t[6];
assign crc_next[24] = crc_data[16] ^ crc_data[25] ^ crc_data[26] ^ crc_data[31] 
                      ^ data_t[1] ^ data_t[2] ^ data_t[7];
assign crc_next[25] = crc_data[17] ^ crc_data[26] ^ crc_data[27] ^ data_t[2] ^ data_t[3];
assign crc_next[26] = crc_data[18] ^ crc_data[24] ^ crc_data[27] ^ crc_data[28] 
                      ^ crc_data[30] ^ data_t[0] ^ data_t[3] ^ data_t[4] ^ data_t[6];
assign crc_next[27] = crc_data[19] ^ crc_data[25] ^ crc_data[28] ^ crc_data[29] 
                      ^ crc_data[31] ^ data_t[1] ^ data_t[4] ^ data_t[5] ^ data_t[7];
assign crc_next[28] = crc_data[20] ^ crc_data[26] ^ crc_data[29] ^ crc_data[30] 
                      ^ data_t[2] ^ data_t[5] ^ data_t[6];
assign crc_next[29] = crc_data[21] ^ crc_data[27] ^ crc_data[30] ^ crc_data[31] 
                      ^ data_t[3] ^ data_t[6] ^ data_t[7];
assign crc_next[30] = crc_data[22] ^ crc_data[28] ^ crc_data[31] ^ data_t[4] ^ data_t[7];
assign crc_next[31] = crc_data[23] ^ crc_data[29] ^ data_t[5];
always @(posedge clk or posedge rst) begin
    if(rst)
        crc_data <= 32'hff_ff_ff_ff;
    else if(crc_clr)                              
        crc_data <= 32'hff_ff_ff_ff;
    else if(crc_en)
        crc_data <= crc_next;
end
endmodule
--- flow/run.sh ---
#!/bin/bash
# OpenROAD 26Q1-2900-gdf79404cd8, Yosys 0.63+post, stock flow scripts
make -C /OpenROAD-flow-scripts/flow DESIGN_CONFIG=/design/flow/config.mk WORK_HOME=/design/flow/orfs finish
--- flow/config.mk ---
export PLATFORM = sky130hd
export DESIGN_NAME = Crc32_d8
export DESIGN_NICKNAME = Crc32_d8
export VERILOG_FILES = /design/flow/design.v
export SDC_FILE = /design/flow/constraint.sdc
export NUM_CORES = 4
export LEC_CHECK = 1
export CORE_UTILIZATION = 50
--- flow/constraint.sdc ---
current_design Crc32_d8

set clk_period 2.4
set clk_io_pct 0.2

create_clock -name clk0 -period $clk_period [get_ports {clk}]

set non_clock_inputs [all_inputs -no_clocks]
set_input_delay [expr $clk_period * $clk_io_pct] -clock clk0 $non_clock_inputs
set_output_delay [expr $clk_period * $clk_io_pct] -clock clk0 [all_outputs]
==> run summary <==
status = stopped before the end
Failed at = 4_1_cts
stop err = [ERROR DPL-0036] Detailed placement failed.
RD Place Congestion = 0.849
Top Ports = 76
Yosys Warn Count = 1
clock sinks = 32
Num CTS Buffers = 5
dpl ws = -674 ps
Yosys Chip Area = 0.00235 mm2
die height = 70.5 um
Area after DPL = 0.00345 mm2
Die X = 70.5 um
post-CTS sizing = 166
Post-synth seq share = 0.358
row cnt = 24
mapped cell area = 0.00235 mm2
Synth cell types = 23
CTS H-tree depth = 2
cell count after synthesis = 182
initial core utilization = 0.528
Post-CTS Hold Buffers = 0
Port Buffers = 75
flops & latches, synth = 32
CTS root buffer = clkbuf_8
Setup Buffers After CTS = 73
ys cells = 182
Mapped Avg Cell Area = 12.9 um2
clk buf depth = 2
DP Wirelength = 4.01 mm
## through the flow
| stage | cells | total power [mW] | TNS [ps] |
|---|---|---|---|
| after floorplan | 182 | 2.94 | 0 |
| after global placement | 341 | 5.67 | -15650 |
| after detailed placement | 341 | 5.73 | -16320 |
## synth_stat cells
cell type  number  area share
a21oi_1        17       0.036
xnor2_2         6       0.042
xor2_1          2      0.0075
o21ai_1         1      0.0021
nor2_1         10       0.016
a21bo_2         6       0.026
or3_1           1      0.0027
o21bai_1        4       0.013
nor3_1          4      0.0085
o21ai_0         1      0.0021
xor2_2          1      0.0069
dfstp_2        32        0.36
xnor3_1        10       0.096
o31a_1          1      0.0037
xnor2_1        28        0.10
inv_1           9       0.014
xor3_1          8       0.081
a211o_1        10       0.037
a21bo_1         5       0.021
xor2_4          1       0.012
xnor2_4         6       0.070
nor2b_1         9       0.024
clkbuf_1       10       0.016
## cell families after synthesis
group | after synthesis | share of synthesized area
compound gates | 45 | 0.141
flops | 32 | 0.358
buf+inv | 19 | 0.0304
simple gates | 24 | 0.0511
xor+xnor | 62 | 0.419
Power is estimated from default activity; no workload was simulated.
