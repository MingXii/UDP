**/design/flow/constraint.sdc**
```tcl
current_design IpRx

set clk_period 3.6
set clk_io_pct 0.2

create_clock -name clk0 -period $clk_period [get_ports {clk}]

set non_clock_inputs [all_inputs -no_clocks]
set_input_delay [expr $clk_period * $clk_io_pct] -clock clk0 $non_clock_inputs
set_output_delay [expr $clk_period * $clk_io_pct] -clock clk0 [all_outputs]
```
**/design/flow/design.v**
```verilog
`timescale 1ns/1ps 
module IpRx (
  input               io_dataIn_valid,
  output reg          io_dataIn_ready,
  input               io_dataIn_payload_last,
  input      [7:0]    io_dataIn_payload_fragment,
  output reg          io_dataOut_valid,
  input               io_dataOut_ready,
  output reg          io_dataOut_payload_last,
  output reg [7:0]    io_dataOut_payload_fragment,
  input               clk,
  input               reset
);
  localparam fsm_enumDef_BOOT = 2'd0;
  localparam fsm_enumDef_idle = 2'd1;
  localparam fsm_enumDef_ip2udp = 2'd2;
  localparam fsm_enumDef_rx_end = 2'd3;
  wire       [5:0]    _zz_when_IpRx_l54;
  wire       [5:0]    _zz_when_IpRx_l54_1;
  reg        [4:0]    cnt;
  reg        [5:0]    ipHeadByteNum;
  reg        [31:0]   desIp;
  wire                fsm_wantExit;
  reg                 fsm_wantStart;
  wire                fsm_wantKill;
  reg        [1:0]    fsm_stateReg;
  reg        [1:0]    fsm_stateNext;
  wire                when_IpRx_l43;
  wire                when_IpRx_l53;
  wire                when_IpRx_l54;
  wire                when_IpRx_l45;
  wire                when_IpRx_l47;
  wire                when_IpRx_l79;
  wire                when_StateMachine_l235;
  assign _zz_when_IpRx_l54 = {1'd0, cnt};
  assign _zz_when_IpRx_l54_1 = (ipHeadByteNum - 6'h01);
  always @(*) begin
    io_dataIn_ready = 1'b0;
    case(fsm_stateReg)
      fsm_enumDef_idle : begin
        if(io_dataIn_valid) begin
          io_dataIn_ready = 1'b1;
        end
      end
      fsm_enumDef_ip2udp : begin
        if(io_dataIn_valid) begin
          io_dataIn_ready = io_dataOut_ready;
        end
      end
      fsm_enumDef_rx_end : begin
      end
      default : begin
      end
    endcase
  end
  always @(*) begin
    io_dataOut_valid = 1'b0;
    case(fsm_stateReg)
      fsm_enumDef_idle : begin
      end
      fsm_enumDef_ip2udp : begin
        if(io_dataIn_valid) begin
          io_dataOut_valid = io_dataIn_valid;
        end
      end
      fsm_enumDef_rx_end : begin
      end
      default : begin
      end
    endcase
  end
  always @(*) begin
    io_dataOut_payload_fragment = 8'h0;
    case(fsm_stateReg)
      fsm_enumDef_idle : begin
      end
      fsm_enumDef_ip2udp : begin
        if(io_dataIn_valid) begin
          io_dataOut_payload_fragment = io_dataIn_payload_fragment;
        end
      end
      fsm_enumDef_rx_end : begin
      end
      default : begin
      end
    endcase
  end
  always @(*) begin
    io_dataOut_payload_last = 1'b0;
    case(fsm_stateReg)
      fsm_enumDef_idle : begin
      end
      fsm_enumDef_ip2udp : begin
        if(io_dataIn_valid) begin
          io_dataOut_payload_last = io_dataIn_payload_last;
        end
      end
      fsm_enumDef_rx_end : begin
      end
      default : begin
      end
    endcase
  end
  assign fsm_wantExit = 1'b0;
  always @(*) begin
    fsm_wantStart = 1'b0;
    case(fsm_stateReg)
      fsm_enumDef_idle : begin
      end
      fsm_enumDef_ip2udp : begin
      end
      fsm_enumDef_rx_end : begin
      end
      default : begin
        fsm_wantStart = 1'b1;
      end
    endcase
  end
  assign fsm_wantKill = 1'b0;
  always @(*) begin
    fsm_stateNext = fsm_stateReg;
    case(fsm_stateReg)
      fsm_enumDef_idle : begin
        if(io_dataIn_valid) begin
          if(!when_IpRx_l43) begin
            if(!when_IpRx_l45) begin
              if(when_IpRx_l47) begin
                if(when_IpRx_l53) begin
                  if(when_IpRx_l54) begin
                    fsm_stateNext = fsm_enumDef_ip2udp;
                  end
                end else begin
                  fsm_stateNext = fsm_enumDef_rx_end;
                end
              end
            end
          end
        end
      end
      fsm_enumDef_ip2udp : begin
        if(!io_dataIn_valid) begin
          fsm_stateNext = fsm_enumDef_rx_end;
        end
      end
      fsm_enumDef_rx_end : begin
        if(when_IpRx_l79) begin
          fsm_stateNext = fsm_enumDef_idle;
        end
      end
      default : begin
      end
    endcase
    if(fsm_wantStart) begin
      fsm_stateNext = fsm_enumDef_idle;
    end
    if(fsm_wantKill) begin
      fsm_stateNext = fsm_enumDef_BOOT;
    end
  end
  assign when_IpRx_l43 = (cnt == 5'h0);
  assign when_IpRx_l53 = ({desIp[23 : 0],io_dataIn_payload_fragment} == 32'h11111111);
  assign when_IpRx_l54 = (_zz_when_IpRx_l54 == _zz_when_IpRx_l54_1);
  assign when_IpRx_l45 = ((5'h10 <= cnt) && (cnt <= 5'h12));
  assign when_IpRx_l47 = (cnt == 5'h13);
  assign when_IpRx_l79 = (! io_dataIn_valid);
  assign when_StateMachine_l235 = ((! (fsm_stateReg == fsm_enumDef_idle)) && (fsm_stateNext == fsm_enumDef_idle));
  always @(posedge clk or posedge reset) begin
    if(reset) begin
      cnt <= 5'h0;
      fsm_stateReg <= fsm_enumDef_BOOT;
    end else begin
      fsm_stateReg <= fsm_stateNext;
      case(fsm_stateReg)
        fsm_enumDef_idle : begin
          if(io_dataIn_valid) begin
            cnt <= (cnt + 5'h01);
            if(!when_IpRx_l43) begin
              if(!when_IpRx_l45) begin
                if(when_IpRx_l47) begin
                  if(when_IpRx_l53) begin
                    if(when_IpRx_l54) begin
                      cnt <= 5'h0;
                    end
                  end else begin
                    cnt <= 5'h0;
                  end
                end
              end
            end
          end
        end
        fsm_enumDef_ip2udp : begin
        end
        fsm_enumDef_rx_end : begin
        end
        default : begin
        end
      endcase
    end
  end
  always @(posedge clk) begin
    case(fsm_stateReg)
      fsm_enumDef_idle : begin
        if(io_dataIn_valid) begin
          if(when_IpRx_l43) begin
            ipHeadByteNum <= ({2'd0,io_dataIn_payload_fragment[3 : 0]} <<< 2);
          end else begin
            if(when_IpRx_l45) begin
              desIp <= {desIp[23 : 0],io_dataIn_payload_fragment};
            end else begin
              if(when_IpRx_l47) begin
                desIp <= {desIp[23 : 0],io_dataIn_payload_fragment};
              end
            end
          end
        end
      end
      fsm_enumDef_ip2udp : begin
      end
      fsm_enumDef_rx_end : begin
      end
      default : begin
      end
    endcase
    if(when_StateMachine_l235) begin
      ipHeadByteNum <= 6'h0;
      desIp <= 32'h0;
    end
  end
  initial begin
    $dumpfile ("IpRx.vcd");
    $dumpvars (1,IpRx);
  end
endmodule
```
**/design/flow/run.sh**
```bash
#!/bin/bash
# OpenROAD 26Q1-2900-gdf79404cd8, Yosys 0.63+post, stock flow scripts
make -C /OpenROAD-flow-scripts/flow DESIGN_CONFIG=/design/flow/config.mk WORK_HOME=/design/flow/orfs finish
```
**/design/flow/config.mk**
```make
export PLATFORM = sky130hd
export DESIGN_NAME = IpRx
export DESIGN_NICKNAME = IpRx
export VERILOG_FILES = /design/flow/design.v
export SDC_FILE = /design/flow/constraint.sdc
export NUM_CORES = 4
export LEC_CHECK = 1
export CORE_AREA = 10 10 111 111
export DIE_AREA = 0 0 121 121
```
==> results.py <==
# Physical implementation metrics
metrics = {
    "layout": {
        "layout-drive-gt1-share": 0.08511,
        "final_cells": 368,
        "area_growth_pct": 24.97,
    },
    "clock_tree": {
        "cts_root_buffer": "clkbuf_8",
        "cts_repair_resize_count": 0,
        "clock_latency_ns": 0.29,
        "cts_max_level": 2,
        "cts_tree": "yes",
        "cts-buffers-inserted": 5,
        "cts_buffer_depth": 2,
        "clk_pin_slew_worst_paths_ns": 0.07,
        "cts_sinks": 37,
        "ctsHoldBuffers": 0,
        "cts_setup_buffers": 0,
    },
    "placement": {
        "place_ws_ns": 0.5916,
        "numPortBuffers": 23,
        "place.detailed.hpwl_um": 3234,
        "dp_cells": 361,
        "gp_congestion": 0.8364,
    },
    "sta": {
        "hold_ws_ns": 0.4568,
        "maxSlewHeadroom": 0.4659,
        "worst_slew_pin_slew_ns": 0.7900,
        "fmax_mhz": 336.0,
        "setup_tns_ns": 0,
        "finalCriticalPeriod_ns": 2.976,
        "setup_slack_ns": 0.6242,
        "grt_setup_unrepaired": "false",
        "finalCritPeriodShare": 0.8266,
        "hold_viol_final": 0,
        "finalMaxSlewViolations": 0,
        "setup-violations-final": 0,
        "fin_worst_skew_ns": 0.007962,
    },
    "die": {
        "dieHeight_um": 121,
        "die_w_um": 121,
        "rows": 36,
        "dieArea_um2": 14640,
        "io_pins": 24,
        "core_area_um2": 9864,
        "fp_util": 0.1849,
    },
    "routing": {
        "wire_per_inst_um": 12.17,
        "drt_iter0_markers": 150,
        "avgViaCountPerCell": 4.139,
        "antenna_cells": 0,
        "vias": 1523,
        "drtAntennaViolNets": 0,
        "drtPass1Iterations": 4,
        "drcViolationCount": 0,
        "wl_um": 4477,
    },
    "synthesis": {
        "synth.most_common_cell": "nand2_1",
        "synth.largest_area_cell": "dfxtp_1",
        "yosys_most_used_dff": "dfxtp_1",
        "area_leaders": "dfxtp_1 31%, nand2_1 12%, dfrtp_1 11%",
        "ys_ff": 37,
        "synth_area_per_cell_um2": 8.605,
        "edf_count": 0,
        "ys_types": 40,
        "synthArstFlopShare": 0.2432,
        "yosysTopAreaCellShare": 0.3073,
        "ys_seq_frac": 0.4314,
        "synthesis.instances": 212,
        "ys_cells": 212,
        "yosys_area_um2": 1824,
        "yosys_warnings": 3,
        "synth_area_um2": 1824,
        "common_cells": "60 x nand2_1, 28 x a21oi_1, 28 x dfxtp_1",
    },
    "global_routing": {
        "antenna_found_initial": 0,
        "grt_max_degree": 29,
        "grt_pass1_vias": 1512,
        "grt.overflow.total": 0,
        "grt_util_all_layers": 0.06178,
        "grt_pass1_wl_um": 7479,
    },
    "setup_path": {
        "ff2ff_path_depth": 6,
        "path_delay_family": "buffers and inverters",
        "cp.arrival_ns": 2.26,
        "cp_slowest_cell": "clkdlybuf4s50_1",
        "cp_common_cell": "clkdlybuf4s50_1",
        "path_depth": 4,
        "cpPeakStageDelay_ns": 0.68,
        "cp-end-kind": "primary output",
        "worst-path-max-fanout": 10,
        "timing.rr.start": "cnt[0]",
        "path_buffers": 3,
        "critPathRequiredTime_ns": 2.88,
        "worstPathCellList": "clkdlybuf4s50_1 -> buf_4 -> and3_1 -> clkdlybuf4s50_1",
        "worstSetupStartpoint": "io_dataIn_valid",
        "criticalPathCategory": "in2out",
        "start_kind": "primary input",
    },
    "power_and_ir_drop": {
        "power_density_nw_per_um2": 534.3,
        "finalPower_mw": 1.218,
        "peakVddDrop_mv": 0.1827,
        "p_leak_nw": 0.8395,
    },
    "min_path": {
        "min_from": "desIp[18]",
        "holdPathStages": 2,
        "hold_class": "reg2reg",
    },
    "job": {
        "maxCapViolations": 0,
        "warning_count": 27,
    },
    "status": {
        "status": "completed",
    },
}
## state kept, by name, indices dropped and copies added, names as in the netlist
signal         flops
desIp             24
cnt                5
fsm_stateReg       4
ipHeadByteNum      4
## where the power goes
group | internal (mW) | switching (mW)
Combinational | 0.157 | 0.165
Clock | 0.173 | 0.143
Sequential | 0.491 | 0.0877
Total | 0.822 | 0.396
## stage by stage
stage | area, um2 | utilization
2_1_floorplan | 1824 | -
3_3_place_gp | 2181 | 0.2211
3_5_place_dp | 2181 | 0.2211
4_1_cts | 2280 | 0.2311
5_1_grt | 2280 | 0.2311
6_report | 2280 | 0.2311
## worst register-to-register path, cell delays in order, from the launching register on
cell and delay, ns:
dfrtp_1 0.44, inv_1 0.09, ha_1 0.22, o21bai_1 0.37, a311o_2 0.56, nand2_1 0.14
a21oi_2 0.14
## cell type report
type	count	area (um2)
fill	1056	7585
multi-input combinational	158	944.7
sequential	37	787.0
timing repair buffer	27	260.3
tap	133	166.4
clock buffer	6	93.84
inverter	6	22.52
clock inverter	1	5.005
## cell families after synthesis
logic type / synth area share
multiplexers: 0.005487
buffers and inverters: 0.05075
AND/OR/NAND/NOR: 0.2792
adder cells (fa/ha/maj): 0.02744
other: 0.002056
AND-OR/OR-AND: 0.1674
XOR/XNOR: 0.03635
flip-flops: 0.4314
## metal layers
layer	share of wire	vias up	track usage
li1	-	781	-
met1	0.51	699	0.08995
met2	0.42	35	0.09354
met3	0.047	8	0.01275
met4	0.021	0	0.01056
met5	0	-	0
## cells in the final DEF, fill, tap and decap left out, types with 5 or more instances in the layout
cell type	synthesis	layout
clkdlybuf4s50_1	0	23
dfrtp_1	8	8
nand2_1	60	60
nand3_1	6	6
inv_1	6	6
clkbuf_8	0	5
and3_1	10	10
dfxtp_1	28	28
a21oi_1	28	28
## worst paths after layout
| path | end | slack (ns) |
|---|---|---|
| max in group asynchronous | fsm_stateReg[0] | 2.58 |
| setup reg to reg | desIp[11] | 1.59 |
| hold / removal | desIp[18] | 0.46 |
| setup / recovery | io_dataOut_payload_fragment[0] | 0.62 |
| min in group asynchronous | fsm_stateReg[1] | 0.70 |
| hold reg to reg | desIp[18] | 0.46 |
Power is estimated from default activity; no workload was simulated.
